**flow/constraint.sdc**
```tcl
current_design clk_div

set clk_period 2.9
set clk_io_pct 0.2

create_clock -name clk0 -period $clk_period [get_ports {clk}]

set non_clock_inputs [all_inputs -no_clocks]
set_input_delay [expr $clk_period * $clk_io_pct] -clock clk0 $non_clock_inputs
set_output_delay [expr $clk_period * $clk_io_pct] -clock clk0 [all_outputs]
```
**flow/design.v**
```verilog
`timescale 1ns / 1ps
module clk_div(
input clk, rst_n,
output clk_free
    );
    reg [13:0] cnt_first;
    reg [13:0] cnt_second;
    always@(posedge clk,negedge rst_n) begin
    if(!rst_n)
        cnt_first <= 14'd0;
    else if(cnt_first == 14'd100)
        cnt_first <= 14'd0;
    else
        cnt_first <= cnt_first + 1'd1;
    end
    always@(posedge clk,negedge rst_n)
    if(!rst_n)
        cnt_second <= 14'd0;
    else if(cnt_second == 14'd100)
        cnt_second <= 14'd0;
    else if(cnt_first == 14'd100)
        cnt_second <= cnt_second + 1'b1;
    else
        cnt_second <= cnt_second;
assign clk_free = cnt_second == 14'd100;
endmodule
```
**flow/run.sh**
```bash
#!/bin/bash
# OpenROAD 26Q1-2900-gdf79404cd8, Yosys 0.63+post, stock flow scripts
make -C /OpenROAD-flow-scripts/flow DESIGN_CONFIG=/design/flow/config.mk WORK_HOME=/design/flow/orfs finish
```
**flow/config.mk**
```make
export PLATFORM = sky130hd
export DESIGN_NAME = clk_div
export DESIGN_NICKNAME = clk_div
export VERILOG_FILES = /design/flow/design.v
export SDC_FILE = /design/flow/constraint.sdc
export NUM_CORES = 4
export LEC_CHECK = 1
export CORE_AREA = 10 10 106 106
export DIE_AREA = 0 0 116 116
```
==> flow_metrics.tcl <==
# implementation run metrics
set metrics [dict create \
    synth_area_sq_mm 0.00149 \
    end_kind "primary output" \
    timing.final.crit_period_ns 2.60 \
    clkSlewWorstSetupHoldPaths_ns 0.09 \
    crit_start "cnt_second[0]" \
    setup_tns_ns 0 \
    core_area_sq_mm 0.00885 \
    edf_count 0 \
    min_from "cnt_second[6]" \
    first_pass_iters 4 \
    hold_buffers 0 \
    outcome "finished, final reports clean" \
    crit_chain "inv_1 > ha_1 > nor3b_1 > and4_1 > clkdlybuf4s50_1" \
    antenna_left 0 \
    n_antenna_cell 0 \
    hp-class "reg2reg" \
    place_hpwl_um 1840 \
    wl_per_cell_um 10.3 \
    ys_top_logic_family "simple AND/OR/NAND/NOR gates" \
    grt_setup_unrepaired "false" \
    crit_required_ns 2.32 \
    maxCapViolations 0 \
    vdd_drop_max_mv 0.186 \
    drt_iter0_drc 95 \
    worst_setup_path_start_kind "flip-flop" \
    grt_pass1_wl_um 4790 \
    vias_per_cell 4.07 \
    cts-resized-gates 0 \
    setup_viol 0 \
    syn_avg_cell_area_sq_um 10.6 \
    synthArstFlopShare 1.00 \
    die_h_um 116 \
    worst_pin_slew_ns 0.582 \
    cts_buffer_depth 2 \
    finalCritPeriodShare 0.897 \
    dp_cells 247 \
    numSynthFlops 28 \
    dieArea_sq_mm 0.0135 \
    grt.overflow.total 0 \
    syn_inst 141 \
    cts_tree "done" \
    warnings 29 \
    ios 3 \
    fill_cells 972 \
    drc_errors 0 \
    slew_headroom 0.611 \
    slew_violations 0 \
    ys_chip_area_sq_mm 0.00149 \
    postCtsSetupRepairBufs 0 \
    gp_congestion 0.833 \
    logic_area_sq_um 747 \
    clock-root-buffer "clkbuf_8" \
    cp_slowest_cell "clkdlybuf4s50_1" \
    ys_cells 141 \
    top_cells_by_area "dfrtp_1 (47%), xnor2_1 (8.8%), nand4_1 (5.5%), ha_1 (5.0%), nor2_1 (2.5%)" \
    io_buffers 2 \
    rr_startpoint "cnt_first[0]" \
    die_x_um 116 \
    crit_fanout 9 \
    clock.latency.late_pin_ns 0.27 \
    synth-simple-area-share 0.289 \
    areaGrowthSynthToFinish_pct 13.2 \
    antenna_found_initial 0 \
    cts.sink_count 28 \
    fp_util 0.168 \
    crit_path_max_incr_delay_ns 0.52 \
    wirelength_um 2590 \
    top_area_frac 0.471 \
    synthDistinctLibCells 32 \
    fp-row-count 34 \
    ys_sh_mux 0.0429 \
    numCtsBuffers 3 \
    fin_cells 251 \
    dpl_cell_area_sq_mm 0.00163 \
    ys_sh_adder 0.0505 \
    grt_max_degree 29 \
    xor_share 0.106 \
    yosysMostFrequentCell "dfrtp_1" \
    cellPowerDensity_mw_per_mm2 380 \
    fin_skew_ns 0.00309 \
    grt_pass1_vias 1035 \
    stdcell_area_sq_mm 0.00168 \
    yosysWarnings 1 \
    crit_arrival_ns 2.02 \
    p_leak_nw 0.698 \
    via_count 1022 \
    track_usage 0.0425 \
    htreeDepth 1 \
    top_area_cell "dfrtp_1" \
    synthTopCellsByCount "dfrtp_1 (28), xnor2_1 (15), nand4_1 (13)" \
    fmax_ghz 0.384 \
    finalHoldViolCount 0 \
    drive_gt1_frac 0.0699 \
    aoi_share 0.0135 \
    path_class "reg2out" \
    flop_area_sq_um 701 \
    synthFlopType "dfrtp_1" \
    ys_seq_share 0.471 \
    utilization 0.190 \
]
## cells in the final DEF (no fill, tap or decap), drive strengths merged, types with 2 or more instances in the layout
cell type      instances
xnor2                 15
and2                   2
mux2i                  3
nor3                   4
nand2b                 2
nand4                 13
dfrtp                 28
a21oi                  2
clkdlybuf4s50          2
ha                     6
inv                    5
clkbuf                 4
and3                   4
nor4                   4
nor2                  10
nand2                  9
mux2                   3
nand3                  7
o21ai                  2
or3                    2
xor2                   3
and4                   4
## cells by family after synthesis
kind of cell,Yosys count
AOI/OAI and AO/OA,4
and+or+nand+nor,69
buffers and inverters,10
xor gates and xnor gates,18
adders and majority gates,6
DFF,28
muxes,6
## cell type report
| type | instances | area share |
|---|---|---|
| clock buffers | 4 | 0.0327 |
| inverters | 5 | 0.0111 |
| well taps | 108 | 0.0802 |
| multi-input cells | 103 | 0.444 |
| flip-flops and latches | 28 | 0.416 |
| repair buffers | 3 | 0.0163 |
## worst paths after layout
path / end / slack [ns] / depth (start not counted)
max: clk_free / 0.30 / 5
min: cnt_second[6] / 0.51 / 1
max reg2reg: cnt_second[13] / 0.78 / 6
min reg2reg: cnt_second[6] / 0.51 / 1
max in group asynchronous: cnt_first[3] / 1.96 / 2
min in group asynchronous: cnt_second[13] / 0.67 / 2
## where the power goes
| group | switching (mW) | internal (mW) | total (mW) |
|---|---|---|---|
| clock | 0.119 | 0.121 | 0.240 |
| sequential | 0 | 0.390 | 0.390 |
| combinational | 0.00728 | 0.00206 | 0.00934 |
| total | 0.126 | 0.514 | 0.640 |
## per-layer routing
metal / GRT usage / wire length (um) / up-vias
met4: 0.00250 / 13 / 0
met2: 0.0694 / 1150 / 18
met3: 0.0147 / 167 / 2
met1: 0.0561 / 1250 / 496
li1: - / - / 506
met5: 0 / 0 / -
## critical path, delay by kind of cell (launching register included)
kind | cells | cell delay [ns]
adder cells (fa/ha/maj) | 1 | 0.13
buffers and inverters | 2 | 0.61
flip-flops | 1 | 0.48
AND/OR/NAND/NOR | 2 | 0.52
## flip-flops by register name (all words and copies together), names as in the netlist
signal / flops
cnt_second: 14
cnt_first: 14
## per-stage QoR
stage               worst slack, ns  hold slack [ns]  power [mW]
finish                        0.298            0.506       0.640
global route                  0.120            0.538       0.674
CTS                           0.273            0.511       0.654
detailed placement            0.592            0.495       0.408
global placement              0.636            0.482       0.408
floorplan                     0.958            0.284       0.398
No activity file was given, so power comes from the tool's default toggle rates.
