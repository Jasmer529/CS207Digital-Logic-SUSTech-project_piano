$ cat flow/config.mk
export PLATFORM = sky130hd
export DESIGN_NAME = showGe
export DESIGN_NICKNAME = showGe
export VERILOG_FILES = /design/flow/design.v
export SDC_FILE = /design/flow/constraint.sdc
export NUM_CORES = 4
export LEC_CHECK = 1
export CORE_AREA = 10 10 70 70
export DIE_AREA = 0 0 80 80
$ cat flow/constraint.sdc
current_design showGe

set clk_period 1.8
set clk_io_pct 0.2

create_clock -name clk0 -period $clk_period

set non_clock_inputs [all_inputs -no_clocks]
set_input_delay [expr $clk_period * $clk_io_pct] -clock clk0 $non_clock_inputs
set_output_delay [expr $clk_period * $clk_io_pct] -clock clk0 [all_outputs]
$ cat flow/design.v
`timescale 1ns / 1ps
module showGe( 
input [4:0] song,
output seg_out,
output reg [7:0] seg_ctrl
    );
    assign seg_out = 1'b1;
    always@* begin
    case(song) 
      5'b10001: seg_ctrl = 8'b0110_0000; 
      5'b10010: seg_ctrl = 8'b1101_1010;  
      5'b10100: seg_ctrl = 8'b1111_0010;
      5'b11000: seg_ctrl = 8'b0110_0110;
      default: seg_ctrl = 8'b1111_1100; 
    endcase
    end
endmodule
$ cat flow/run.sh
#!/bin/bash
# OpenROAD 26Q1-2900-gdf79404cd8, Yosys 0.63+post, stock flow scripts
make -C /OpenROAD-flow-scripts/flow DESIGN_CONFIG=/design/flow/config.mk WORK_HOME=/design/flow/orfs finish
==> run summary <==
distinct lib cells = 15
CLK BUF = 0
Yosys top cell area share = 26.8%
Non-Filler Instances = 76
gr ovfl total = 0
Post-Place Cells = 76
Max Cap Viol = 0
DR vias/cell = 2.18
crit-path max FO = 3
FF+latch count = 0
met1 usage = 1.78%
grt peak-use layer = met2
layout cells sized above 1 = 36.7%
Area Growth Syn to Fin = 127%
DRC = 0
crit path max-delay cell type = or3_4
Post-Syn Instances = 21
average instance area after synthesis = 6.67 sq um
# Post-CTS Setup Buffers = 0
global-route wire length before repair = 717 um
Yosys top cell by instances = buf_4
Final Hold Vio Count = 0
Critical Path RT = 1440 ps
Die W = 80 um
Top cells by area = buf_4 (27%), xnor2_1 (13%), nor3_2 (7.1%)
worst path arrival time = 1380 ps
PD cells = 149 nW/um^2
final slew viol count = 0
core area = 3420 sq um
Seq share, synth = 0%
register area = 0 sq um
synthesized area = 140 sq um
pin count of the biggest net entering global routing = 7
Worst setup EP type = output port
CP dominant cell by count = dlygate4sd2_1
Detail Placement HPWL = 420 um
Die ar. = 6400 sq um
vias in the first global route = 148
I/O Buffers = 11
# diodes = 0
f_max = 0.575 GHz
ANT nets after route = 0
1st-iter DRT viols = 0
GRT Resource Usage Total = 1.34%
synthesis area per yosys = 140 sq um
Startpoint Class = input pin
yosys synthesis warning count = 1
critical path class = input pin to output port
Via Count = 166
initial antenna violation count = 0
Worst Hold Class = input pin to output port
final-report setup violation count = 0
I/O pin cnt = 14
routing usage on met3 = 0.455%
Commonest cells post-synth = buf_4 (5), conb_1 (2), xnor2_1 (2)
Synth area leader = buf_4
worst ir drop on vdd = 0.0154 mV
met2 usage = 2.17%
LEAKAGE = 0.125 nW
Routed Wire Length = 504 um
RSZ-0062 raised after global routing = false
die height = 80 um
DR WL/cell = 6.63 um
Filler cells = 398
critical path cell sequence = dlygate4sd2_1 -> nand2b_4 -> or3_4 -> dlygate4sd2_1
Tcrit/Tclk final = 96.7%
fp_density = 4.10%
Final TNS setup = 0 ps
crit-path max cell delay = 360 ps
crit path time final = 1740 ps
drt first pass iters = 1
status = finished clean
# rows = 21
OpenROAD warning count = 33
yosys cell count = 21
Final GP Congestion = 0.768
==> what timing repair did <==
item,CTS,global route
setup endpoints to repair,6,2
hold buffers,0,0
pin swaps,2,1
resized,20,6
==> worst max-delay path: cells and delay by family <==
kind | cells | cell delay, ps
simple gates | 2 | 520
buf+inv | 2 | 500
==> cell type report <==
cell class / instances / area [sq um] / share of cell area (%)
repair buffers: 13 / 115 / 36.2
well taps: 46 / 57.6 / 18.1
multi-input cells: 17 / 145 / 45.7
==> cells in the final DEF (no fill, tap or decap), drive strengths merged, types with 2 or more instances in the layout <==
master and count:
xnor2 2, dlymetal6s2s 2, nor3 2, buf 4, conb 3, dlygate4sd2 5
==> power breakdown <==
group,switching (mW),internal [mW]
clock network,0,0
registers,0,0
logic,0.0208,0.0265
==> logic make-up after synthesis <==
kind of cell | synth area share, %
and+or+nand+nor | 30.4
buffers and inverters | 26.8
AOI/OAI and AO/OA | 18.7
xor gates and xnor gates | 18.8
other | 5.36
==> path summary, 6_finish.rpt <==
| kind | cells after the start | end | from | slack, ps |
|---|---|---|---|---|
| min | 4 | seg_ctrl[3] | song[0] | 1170 |
| max | 4 | seg_ctrl[4] | song[1] | 60 |
==> through the flow <==
step	power (mW)	hold WS, ps	area, sq um	utilization [%]	setup slack [ps]
floorplan	0.0212	744	144	-	422
global placement	0.0442	1790	289	8.46	-358
detailed placement	0.0446	1770	289	8.46	-377
CTS	0.0465	1220	308	9.01	-10.9
global route	0.0517	1250	318	9.30	20.4
finish	0.0473	1170	318	9.30	60.2
==> layer usage <==
layer,vias up,share of wire [%]
met2,11,38
li1,82,-
met1,73,47
met5,-,0
met4,0,0
met3,0,15
Power figures rest on the tool's default switching activity, not on a simulated workload.
